File: flow/design.v
`timescale 1ns/1ps
module rgb2grayscale(grayscale, dout_valid, R, G, B, clk, din_valid,rst_neg);
    parameter INT_WIDTH = 8;
    parameter FP_WIDTH = 16;
    output [INT_WIDTH-1:0] grayscale;
    output reg dout_valid;
    input rst_neg;
    input  [INT_WIDTH-1:0] R,
                           G,
                           B;
    input clk;
    input din_valid;
    wire [FP_WIDTH-1:0] R_16 = {R[7:0], 8'd0};
    wire [FP_WIDTH-1:0] G_16 = {G[7:0], 8'd0};
    wire [FP_WIDTH-1:0] B_16 = {B[7:0], 8'd0};
    reg [FP_WIDTH-1:0] s0_0,
                       s0_1,
                       s0_2,
                       s0_3,
                       s0_4,
                       s0_5,
                       s0_din_valid;
    reg [FP_WIDTH-1:0] s1_0,
                       s1_1,
                       s1_2,
                       s1_din_valid;
    reg [FP_WIDTH-1:0] s2_0,
                       s2_1,
                       s2_din_valid;
    reg [FP_WIDTH-1:0] s3_0;
    assign grayscale = s3_0[FP_WIDTH-1:INT_WIDTH];                              
    always @ (posedge clk or negedge rst_neg)
    begin
        if (!rst_neg)
        begin
            s0_0 <= 16'd0;
            s0_1 <= 16'd0;
            s0_2 <= 16'd0;
            s0_3 <= 16'd0;
            s0_4 <= 16'd0;
            s0_5 <= 16'd0;
            s0_din_valid <= 1'b0;
        end
        else
        begin
            s0_din_valid <= din_valid;
            if(!din_valid)
            begin
                s0_0 <= 16'd0;
                s0_1 <= 16'd0;
                s0_2 <= 16'd0;
                s0_3 <= 16'd0;
                s0_4 <= 16'd0;
                s0_5 <= 16'd0;
            end
            else
            begin
                s0_0 <= R_16 >> 16'd2;
                s0_1 <= R_16 >> 16'd5;
                s0_2 <= G_16 >> 16'd1;
                s0_3 <= G_16 >> 16'd4;
                s0_4 <= B_16 >> 16'd4;
                s0_5 <= B_16 >> 16'd5;
            end
        end
    end
    always @ (posedge clk or negedge rst_neg)
    begin
        if (!rst_neg)
        begin   
            s1_0 <= 16'b0;
            s1_1 <= 16'b0;
            s1_2 <= 16'b0;
            s1_din_valid <= 1'b0;
        end
        else
        begin
            s1_0 <= s0_0 + s0_1;
            s1_1 <= s0_2 + s0_3;
            s1_2 <= s0_4 + s0_5;
            s1_din_valid <= s0_din_valid;
        end
    end
    always @ (posedge clk or negedge rst_neg)
    begin
        if (!rst_neg)
        begin   
            s2_0 <= 16'd0;
            s2_1 <= 16'd0;
            s2_din_valid <= 1'b0;
        end
        else
        begin
            s2_0 <= s1_0 + s1_1;
            s2_1 <= s1_2;
            s2_din_valid <= s1_din_valid;
        end
    end
    always @ (posedge clk or negedge rst_neg) 
    begin
        if (!rst_neg)
        begin
            s3_0 <= 16'd0;
            dout_valid <= 1'b0;
        end
        else
        begin
            s3_0 <= s2_0 + s2_1;
            dout_valid <= s2_din_valid;
        end
    end
endmodule
File: flow/run.sh
#!/bin/bash
# OpenROAD 26Q1-2900-gdf79404cd8, Yosys 0.63+post, stock flow scripts
make -C /OpenROAD-flow-scripts/flow DESIGN_CONFIG=/design/flow/config.mk WORK_HOME=/design/flow/orfs finish
File: flow/config.mk
export PLATFORM = sky130hd
export DESIGN_NAME = rgb2grayscale
export DESIGN_NICKNAME = rgb2grayscale
export VERILOG_FILES = /design/flow/design.v
export SDC_FILE = /design/flow/constraint.sdc
export NUM_CORES = 4
export LEC_CHECK = 1
export CORE_UTILIZATION = 30
File: flow/constraint.sdc
current_design rgb2grayscale

set clk_period 5.5
set clk_io_pct 0.2

create_clock -name clk0 -period $clk_period [get_ports {clk}]

set non_clock_inputs [all_inputs -no_clocks]
set_input_delay [expr $clk_period * $clk_io_pct] -clock clk0 $non_clock_inputs
set_output_delay [expr $clk_period * $clk_io_pct] -clock clk0 [all_outputs]
==> results.py <==
# Physical implementation metrics
metrics = {
    "run_status": {
        "run_status": "finished clean",
    },
    "sta": {
        "clock_skew_ns": 0.00678,
        "hold_violations": 0,
        "tightest_slew_ns": 0.624,
        "timing.hold.ws_ns": 0.348,
        "setup_viol": 0,
        "max_freq_mhz": 449,
        "period_minus_slack_ns": 2.23,
        "relSlewSlack": 0.581,
        "period_used_share": 0.405,
        "rsz0062_at_grt": "false",
        "finalSetupTns_ns": 0,
        "fin_ws_ns": 3.27,
        "final_max_slew_viol_count": 0,
    },
    "setup_path": {
        "crit_path_max_fanout": 1,
        "crit_required_ns": 4.40,
        "critPathSlowestCell": "clkdlybuf4s50_1",
        "critPathArrivalTime_ns": 1.13,
        "rr_endpoint": "s3_0[14]",
        "crit_path_cell_trace": "clkdlybuf4s50_1",
        "crit_family": "buffers and inverters",
        "slowest_delay_ns": 0.46,
        "crit_path_start_kind": "flip-flop",
        "critPathBufInv": 1,
        "crit-reg2reg-launch": "s2_0[4]",
        "reg2reg_depth": 6,
        "r2r_slack_ns": 3.28,
        "path_class": "flip-flop to output pin",
        "critPathCaptureType": "output pin",
    },
    "power": {
        "p_seq_frac": 0.447,
        "leakage_nw": 2.29,
        "ir_drop_mv": 0.170,
        "fin_total_pwr_mw": 1.84,
        "power_switching_share": 0.261,
        "combPwrFrac": 0.221,
        "switching_power_mw": 0.480,
        "p_int_mw": 1.36,
        "clock_power_share": 0.332,
        "cellPowerDensity_mw_per_mm2": 371,
    },
    "min_path": {
        "hp-start": "s1_2[11]",
        "min_path_type": "flip-flop to flip-flop",
        "hold_end": "s2_1[11]",
        "whs_path_depth": 0,
    },
    "clock_network": {
        "cts.sinks": 93,
        "cts_tree": "built",
        "path_clk_slew_ns": 0.07,
        "cts_buffers": 9,
        "cts_setup_buffers": 0,
        "cts-root-buf": "clkbuf_16",
        "clkLatencyLatePin_ns": 0.33,
        "cts_max_level": 3,
        "clockBufferDepth": 2,
        "cts_hold_buf": 0,
        "cts.repair.resized": 0,
    },
    "route": {
        "routedWlPerCell_um": 11.0,
        "drt_iter0_markers": 92,
        "insertedDiodeCount": 0,
        "postRouteAntennaNets": 0,
        "vias_per_cell": 4.39,
        "drt_drc_violations_left": 0,
        "drt_pass1_iterations": 4,
        "drt_wl_total_mm": 6.07,
        "vias": 2417,
    },
    "floorplan": {
        "chip_area_sq_mm": 0.0141,
        "die_w_um": 119,
        "num_rows": 42,
        "ioPinCount": 36,
        "fp_util": 0.308,
        "fp.dieH_um": 119,
        "core_area_sq_mm": 0.0132,
    },
    "synth": {
        "largest_area_cell": "dfrtp_1",
        "ys.flop_type": "dfrtp_1",
        "syn_area_per_cell_sq_um": 12.6,
        "synth_warnings": 1,
        "synthDistinctLibCells": 38,
        "yosysChipArea_sq_mm": 0.00408,
        "syn_inst": 325,
        "area_leaders": "dfrtp_1, ha_1, xnor2_1",
        "synthArstFlopShare": 1.00,
        "yosys_cells": 325,
        "numSynthFlops": 93,
        "edf_count": 0,
        "yosys.stat.seqShare": 0.570,
        "syn_area_sq_mm": 0.00408,
        "top_cell_area_share": 0.570,
    },
    "placed_design": {
        "dpl-instance-area_sq_mm": 0.00465,
        "dp_hpwl_mm": 4.49,
        "portBuffers": 35,
        "place_ws_ns": 3.21,
        "gp_congestion": 0.868,
        "dpl.cell_count": 535,
    },
    "grt": {
        "antenna_found_initial": 0,
        "use_met2": 0.147,
        "grt_pass1_vias": 2414,
        "grt_util_met1": 0.149,
        "grt_overflow": 0,
        "grt_use_met3": 0.0261,
        "top_usage_layer": "met1",
        "grt_max_degree": 50,
        "grt_pass1_wl_mm": 10.9,
        "track_usage": 0.0978,
    },
    "cells_and_area": {
        "finish.utilization": 0.374,
        "syn2layout_area_growth_pct": 21.5,
        "layout_top_cells": "dfrtp_1, ha_1, clkdlybuf4s50_1",
        "layout-drive-gt1-share": 0.0613,
        "stdcell_count": 551,
        "mostFrequentLayoutCell": "dfrtp_1",
        "final_area_sq_mm": 0.00496,
    },
    "run": {
        "maxCapViolCount": 0,
        "warnings": 27,
    },
}
## flip-flops by register name, summed over array words and instances, names as in the netlist
register,flops
s0_2,8
s1_din_valid,1
s1_0,12
dout_valid,1
s3_0,8
s0_din_valid,1
s1_1,12
s2_0,13
s1_2,10
s0_5,8
s2_din_valid,1
s0_0,8
s2_1,10
## Yosys cell counts, drive strengths merged, types with 2 or more instances
master	number
nor2	17
a21o	9
nor2b	5
nand3	2
fa	4
xnor2	20
o311ai	3
nand2b	2
inv	9
nor3	10
dfrtp	93
nor4	2
o21ai	13
xor2	11
ha	39
o21bai	6
nand4	2
and2	24
a21oi	18
clkbuf	2
nor3b	4
nand2	9
a211oi	8
## power by group through the flow
stage	Combinational, mW	Sequential, mW	Clock, mW
5_1_grt	0.459	0.835	0.665
6_report	0.407	0.823	0.610
4_1_cts	0.411	0.824	0.632
## layer usage
metal / wire (um) / vias to the layer above
met4: 125 / 0
met1: 3010 / 1130
met2: 2640 / 44
met5: 0 / -
li1: - / 1234
met3: 282 / 9
## logic make-up after synthesis
family / Yosys count / share of synthesized area
buffers and inverters: 11 / 0.0101
AND/OR/NAND/NOR: 81 / 0.109
flip-flops: 93 / 0.570
adder cells (fa/ha/maj): 43 / 0.139
XOR/XNOR: 31 / 0.0665
AND-OR/OR-AND: 66 / 0.105
## cell type report
type,count,area [sq um]
Inverter,9,33.8
Clock buffer,9,225
Timing Repair Buffer,36,355
Sequential cell,93,2330
Multi-Input combinational cell,221,1710
Clock inverter,7,82.6
Tap cell,176,220
Fill cell,1270,8290
## how the worst max path moves through the flow
stage	slack, ns	cells after the start	start	end
CTS	3.26	1	dout_valid	dout_valid
global route	3.13	6	s1_0[4]	s2_0[14]
finish	3.27	1	dout_valid	dout_valid
Power and IR drop assume default switching activity.
